File: flow/config.mk
export PLATFORM = sky130hd
export DESIGN_NAME = chip
export DESIGN_NICKNAME = chip
export VERILOG_FILES = /design/flow/design.v
export SDC_FILE = /design/flow/constraint.sdc
export NUM_CORES = 4
export LEC_CHECK = 1
export CORE_AREA = 10 10 103 103
export DIE_AREA = 0 0 113 113
File: flow/constraint.sdc
current_design chip

set clk_period 3.5
set clk_io_pct 0.2

create_clock -name clk0 -period $clk_period [get_ports {clk}]

set non_clock_inputs [all_inputs -no_clocks]
set_input_delay [expr $clk_period * $clk_io_pct] -clock clk0 $non_clock_inputs
set_output_delay [expr $clk_period * $clk_io_pct] -clock clk0 [all_outputs]
File: flow/design.v
module alternate(input clk, output [3:0] leds);
	reg [24:0] count;
  assign leds = {~count[24],count[24],~count[24],count[24]};
	always @(posedge clk) 
		count <= count + 1;
endmodule
module chip (
    input  clk,
    output [18:0] ADR,
    output [15:0] DAT,
    output RAMOE,
    output RAMWE,
    output RAMCS,
    output [55:0] PMOD
  );
  wire	rst = 1'b0;		 
  assign ADR[18:0] = {19{1'b0}};
  assign DAT[15:0] = {16{1'b0}};
  assign RAMOE = 1'b1;
  assign RAMWE = 1'b1;
  assign RAMCS = 1'b1;
  assign PMOD[51:0] = {52{1'bz}};
  alternate my_alternate (
    .clk   (clk),
    .leds (PMOD[55:52])
  );
endmodule
File: flow/run.sh
#!/bin/bash
# OpenROAD 26Q1-2900-gdf79404cd8, Yosys 0.63+post, stock flow scripts
make -C /OpenROAD-flow-scripts/flow DESIGN_CONFIG=/design/flow/config.mk WORK_HOME=/design/flow/orfs finish
==> flow_metrics.env <==
# yosys + openroad results
export IMPL_drive_gt1_share_pct=5.435
export IMPL_cp_arrival_ns=1.13
export IMPL_vias=811
export IMPL_grt_usage_pct=3.408
export IMPL_port_buffers=4
export IMPL_drtAntennaViolNets=0
export IMPL_crit_required_ns=2.80
export IMPL_totalWireLength_mm=2.426
export IMPL_cts_buffer_depth=2
export IMPL_io_pins=95
export IMPL_path_cells="inv_1 > clkdlybuf4s50_1"
export IMPL_numCtsBuffers=3
export IMPL_post_route_period_util_pct=52.35
export IMPL_largest_register_ffs=25
export IMPL_ys_ff=25
export IMPL_fin_setup_tns_ns=0
export IMPL_ctsResizeCount=0
export IMPL_timing_fmax_mhz=545.7
export IMPL_hold_path_class="reg2reg"
export IMPL_pre_cts_ws_ns=1.945
export IMPL_final_area_mm2=0.001540
export IMPL_h_tree_depth=1
export IMPL_grt_pass1_wl_mm=3.926
export IMPL_antenna_found_initial=0
export IMPL_post_route_drc_count=0
export IMPL_finalHoldViolations=0
export IMPL_drt_initial_drc_count=18
export IMPL_crit_slowest_cell="clkdlybuf4s50_1"
export IMPL_avgViaCountPerCell=2.806
export IMPL_synth_cell_types=17
export IMPL_grt_ovfl_total=0
export IMPL_fp_coreArea_mm2=0.008299
export IMPL_initial_core_util_pct=20.37
export IMPL_slowest_delay_ns=0.46
export IMPL_wl_met2_mm=1.109
export IMPL_post_cts_setup_buffers=0
export IMPL_chipWidth_um=113
export IMPL_clock_latency_ns=0.26
export IMPL_setup_viol=0
export IMPL_rsz0062_at_grt="no"
export IMPL_cap_violations=0
export IMPL_ir_drop_uv=142.5
export IMPL_grt_pass1_vias=927
export IMPL_cts_tree="yes"
export IMPL_routabilityCongestion=0.7133
export IMPL_synth_warnings=2
export IMPL_die_area_mm2=0.01277
export IMPL_syn_inst=181
export IMPL_avgSynthCellArea_um2=9.339
export IMPL_cts_hold_buf=0
export IMPL_met1Wirelength_mm=1.138
export IMPL_top_regs="my_alternate.count (25)"
export IMPL_flow_area_growth_from_synthesis_pct=-8.882
export IMPL_synth_area_mm2=0.001690
export IMPL_crit_type="reg2out"
export IMPL_dpl_hpwl_mm=2.095
export IMPL_grt_max_degree=15
export IMPL_finalMaxSlewViolations=0
export IMPL_cp_end_kind="output port"
export IMPL_top_layer="met4"
export IMPL_synth_chip_area_mm2=0.001690
export IMPL_setup_slack_ns=1.668
export IMPL_yosys_cells=181
export IMPL_fin_crit_ns=1.832
export IMPL_fp_row_count=33
export IMPL_fill_cells=909
export IMPL_firstDrtPassIters=3
export IMPL_ys_seq_share_pct=29.61
export IMPL_top_register="my_alternate.count"
export IMPL_powerDensity_mw_per_mm2=295.0
export IMPL_wl_per_cell_um=8.394
export IMPL_post_dp_cell_area_mm2=0.001494
export IMPL_clock_sinks=25
export IMPL_outcome="completed"
export IMPL_crit_path_start_kind="register"
export IMPL_cts_clk_slew_worst_paths_ns=0.08
export IMPL_die_h_um=113
export IMPL_fin_skew_ns=0.0006976
export IMPL_final_cell_mix="conb_1 (90), dfxtp_1 (25), xnor2_1 (15)"
export IMPL_warning_count=25
export IMPL_leakage_nw=0.7236
export IMPL_dr_wl_met3_um=173
export IMPL_final_layout_top_logic_cell="conb_1"
export IMPL_power_total_w=0.0004544
export IMPL_cp_max_fo=4
export IMPL_antennaDiodeCount=0
export IMPL_cts_root_buffer="clkbuf_8"
==> cells by family (layout without fill, tap and decap cells) <==
logic type / Yosys count / in the layout / share of synthesized area [%]
xor+xnor: 23 / 23 / 11.92
simple gates: 34 / 34 / 15.32
fa+ha+maj: 1 / 1 / 0.7401
flops: 25 / 25 / 29.61
buf+inv: 96 / 11 / 41.97
other cells: 2 / 90 / 0.4443
==> cell type report <==
type,count,area (µm²),area share [%]
multi-input cells,148,810.8,52.64
flip-flops and latches,25,500.5,32.49
well taps,105,131.4,8.530
clock buffers,3,41.29,2.681
repair buffers,4,40.04,2.600
inverters,3,11.26,0.7311
clock inverters,1,5.005,0.3249
==> report_power, final <==
part	total [W]	internal [W]	switching (W)
Sequential	0.000284	0.000284	0
Combinational	0.00000654	0	0.00000654
Clock	0.000164	0.0000794	0.0000844
Total	0.000454	0.000363	0.0000909
==> final timing paths <==
| check | start | to | slack (ns) | cells past startpoint |
|---|---|---|---|---|
| max | my_alternate.count[24] | PMOD[55] | 1.67 | 2 |
| min | my_alternate.count[0] | my_alternate.count[0] | 0.42 | 1 |
| max reg2reg | my_alternate.count[0] | my_alternate.count[18] | 1.95 | 5 |
| min reg2reg | my_alternate.count[0] | my_alternate.count[0] | 0.42 | 1 |
==> metrics by stage <==
stage	hold WS, ns	cells	util, %
floorplan	0.3827	269	-
global placement	0.3940	285	18.00
detailed placement	0.3993	285	18.00
CTS	0.4197	289	18.56
global route	0.4337	289	18.56
finish	0.4177	289	18.56
==> Yosys cell counts (all sizes together) <==
master	instances	area, µm²
nand4	6	67.56
nand3	10	62.56
and3	6	38.79
nor2	4	15.01
ha	1	12.51
xnor2	15	131.4
and4	2	17.52
conb	2	7.510
dfxtp	25	500.5
buf	93	698.2
inv	3	11.26
nand2	4	15.01
xor2	8	70.07
nor4	2	42.54
==> worst max-delay path: cells and delay by family, from the launching register on <==
kind	cells	cell delay [ns]
buffers and inverters	2	0.53
DFF	1	0.34
==> metal layers <==
metal | global-route usage, % | vias up
li1 | - | 399
met1 | 4.299 | 357
met2 | 5.722 | 53
met3 | 1.229 | 2
met4 | 0.1692 | 0
met5 | 0 | -
